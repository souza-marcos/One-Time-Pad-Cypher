<file path="run.sh">
#!/bin/bash
# OpenROAD 26Q1-2900-gdf79404cd8, Yosys 0.63+post, stock flow scripts
make -C /OpenROAD-flow-scripts/flow DESIGN_CONFIG=/design/flow/config.mk WORK_HOME=/design/flow/orfs finish
</file>
<file path="config.mk">
export PLATFORM = sky130hd
export DESIGN_NAME = cryptor
export DESIGN_NICKNAME = cryptor
export VERILOG_FILES = /design/flow/design.v
export SDC_FILE = /design/flow/constraint.sdc
export NUM_CORES = 4
export LEC_CHECK = 1
export CORE_AREA = 10 10 78 78
export DIE_AREA = 0 0 88 88
</file>
<file path="constraint.sdc">
current_design cryptor

set clk_period 1.0
set clk_io_pct 0.2

create_clock -name clk0 -period $clk_period [get_ports {clk}]

set non_clock_inputs [all_inputs -no_clocks]
set_input_delay [expr $clk_period * $clk_io_pct] -clock clk0 $non_clock_inputs
set_output_delay [expr $clk_period * $clk_io_pct] -clock clk0 [all_outputs]
</file>
<file path="design.v">
module cryptor (
    input wire      clk,                     
    input wire      [(16 -1): 0] msg, 
    input wire      [(16 -1): 0] key, 
    output wire     [(16 -1): 0] out  
);
reg [16 -1: 0] out_reg;               
always @(posedge clk) begin
    #2 out_reg <= msg ^ key;                 
end
assign out = out_reg;
endmodule
</file>
==> out/qor.csv <==
stage,metric,value,unit
floorplanning,fp-utilization,0.104,
clock_tree,longest_clk_path_bufs,2,
floorplanning,placeable_core_region,4410,sq um
run_status,result_of_the_run,"complete, no violations",
detailed_routing,number_of_design_rule_violations_left_by_the_first_detailed_router_iteration,1,
worst_setup_path,worst_path_max_delay_cell,sky130_fd_sc_hd__dfxtp_1,
placed_design,hpwl_after_detailed_placement,1500,microns
final_layout,flip_flop_count_of_the_largest_register_after_layout,16,
logic_synthesis,synth_top_flop_cell,sky130_fd_sc_hd__dfxtp_1,
global_routing,initial_antenna_violation_count,0,
power,report.power.total,1.45,mW
placed_design,finalWeightedCongestion,0.705,
sta,setup_viol,0,
logic_synthesis,syn_area,460,sq um
sta,fin_crit_sh,0.973,
logic_synthesis,syn_area_per_cell,14.4,sq um
detailed_routing,detail_route.drc_violations,0,
power,power.leakage,0.424,nW
logic_synthesis,fraction_of_the_yosys_area_taken_by_sequential_cells,0.696,
clock_tree,cts_tree,yes,
worst_setup_path,cp_slowest_stage_delay,0.29,ns
floorplanning,placementRows,24,
power,p_per_area,1380,nW/um^2
worst_setup_path,critical_path_class,reg2out,
global_routing,grt_pass1_wl,2250,microns
floorplanning,die_area,7740,sq um
logic_synthesis,chip_area_in_the_yosys_report,460,sq um
sta,fin_tns_setup,0,ns
global_routing,grt_remaining_overflow,0,
detailed_routing,antennaDiodeCount,0,
worst_setup_path,crit_path_start_kind,flip-flop,
detailed_routing,vias,376,
global_routing,grt_pass1_vias,454,
placed_design,port-buffer-count,48,
logic_synthesis,ys_warn_count,1,
logic_synthesis,synth_async_sr_flop_share,0,
worst_setup_path,worst-path-max-fanout,1,
worst_setup_path,worst_path_dominant_cell_family,flip-flops,
sta,report.final.slew_viol_count,0,
logic_synthesis,ys_cells,32,
detailed_routing,drtAntennaViolNets,0,
logic_synthesis,synth.distinct_cells,2,
sta,rsz0062_at_grt,no,
clock_tree,cts_post_setup_buffers_inserted,0,
final_layout,fin_util,0.238,
detailed_routing,firstDrtPassIters,2,
logic_synthesis,top_cells_by_instance_count_after_synthesis,"sky130_fd_sc_hd__dfxtp_1, sky130_fd_sc_hd__xor2_1",
logic_synthesis,area_share_of_the_largest_cell_type_after_synthesis,0.696,
worst_setup_path,critical_path_buf_inv_count,1,
final_layout,finalNonFillerCells,135,
flow_run,log.warning_count,25,
clock_tree,clk_pin_slew_worst_paths,0.06,ns
worst_setup_path,critical_path_arrival,0.77,ns
floorplanning,die_w,88,microns
global_routing,grt_max_degree,9,
final_layout,layout-drive-gt1-share,0.0964,
floorplanning,io-pin-count,49,
power,worst_ir_drop_vdd,0.000640,V
worst_setup_path,type_of_destination_of_the_critical_path,primary output,
logic_synthesis,synth_top_cell_by_area,sky130_fd_sc_hd__dfxtp_1,
sta,worst_slew_margin_rel,0.916,
logic_synthesis,number_of_synthesized_flops_with_an_enable_pin,0,
floorplanning,chipHeight,88,microns
sta,hold_violations,0,
detailed_routing,routed_wl,1540,microns
logic_synthesis,syn-instance-count,32,
worst_setup_path,worstPathCellList,dlygate4sd2_1,
placed_design,instance_count_after_placement_with_tap_cells_included,132,
clock_tree,root_buffer,sky130_fd_sc_hd__clkbuf_8,
global_routing,grt_use_total,0.0386,
detailed_routing,detail_route.vias_per_cell,2.79,
sta,transition_time_of_the_tightest_slew_check_pin,0.125,ns
detailed_routing,per_cell_routed_wire_length,11.4,microns
clock_tree,number_of_hold_buffers_added_after_cts,0,
clock_tree,numCtsBuffers,3,
worst_setup_path,crit_required,0.80,ns
sta,final.hold.worst_slack,0.527,ns
clock_tree,h-tree-depth,1,
clock_tree,clkSinkCount,16,
final_layout,area_growth_syn_to_layout,129,%
hold_path,hold_path_class,in2reg,
logic_synthesis,synth.ff_latch_count,16,
sta,final_period_minus_worst_setup_slack,0.973,ns
sta,max_freq,1.03,GHz
logic_synthesis,ys_top_cells_by_area,"sky130_fd_sc_hd__dfxtp_1, sky130_fd_sc_hd__xor2_1",
flow_run,max_capacitance_violation_count,0,
==> layout make-up <==
cell class                 instances  area [sq um]
clock buffer                       3          41.3
tap                               52          65.1
sequential                        16           327
fill                             452          3360
timing repair buffer              48           479
multi-input combinational         16           140
==> power breakdown <==
part / leakage [nW] / internal [mW] / switching [mW]
registers: 0.135 / 0.711 / 0.0168
clock network: 0.0216 / 0.266 / 0.186
logic: 0.267 / 0.209 / 0.0599
total: 0.424 / 1.19 / 0.262
==> metal layers <==
layer / GRT usage / wire length [microns] / vias up
met3: 0.0374 / 264 / 0
met4: 0 / 0 / 0
met1: 0.0315 / 448 / 153
met2: 0.0694 / 829 / 25
li1: - / - / 198
met5: 0 / 0 / -
==> repair_timing <==
action | CTS | global route
setup endpoints to repair | 16 | 15
pin swaps | 0 | 0
gates resized | 19 | 17
==> kinds of logic after synthesis <==
family / count (synthesis) / synth area share
DFF: 16 / 0.696
xor gates and xnor gates: 16 / 0.304
==> per-stage QoR <==
stage | cell area, sq um | setup slack (ns)
after floorplan | 460 | 0.538
after global placement | 1010 | 0.0179
after detailed placement | 1010 | 0.0136
after CTS | 1030 | 0.000631
after global routing | 1050 | 0.000567
final | 1050 | 0.0269
==> final timing paths <==
check | from | endpoint | slack (ns) | cells after the start
max | out_reg[2] | out[2] | 0.03 | 1
min | msg[3] | out_reg[3] | 0.53 | 2
==> cell usage in the layout, fill, tap and decap left out <==
| cell type | n |
|---|---|
| sky130_fd_sc_hd__clkbuf_8 | 3 |
| sky130_fd_sc_hd__clkdlybuf4s50_1 | 32 |
| sky130_fd_sc_hd__xor2_1 | 16 |
| sky130_fd_sc_hd__clkdlybuf4s15_1 | 15 |
| sky130_fd_sc_hd__dfxtp_2 | 5 |
| sky130_fd_sc_hd__dlygate4sd2_1 | 1 |
| sky130_fd_sc_hd__dfxtp_1 | 11 |
Power is estimated from default activity; no workload was simulated.
