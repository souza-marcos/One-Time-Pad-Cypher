===== flow/run.sh =====
#!/bin/bash
# OpenROAD 26Q1-2900-gdf79404cd8, Yosys 0.63+post, stock flow scripts
make -C /OpenROAD-flow-scripts/flow DESIGN_CONFIG=/design/flow/config.mk WORK_HOME=/design/flow/orfs finish

===== flow/config.mk =====
export PLATFORM = sky130hd
export DESIGN_NAME = shifter
export DESIGN_NICKNAME = shifter
export VERILOG_FILES = /design/flow/design.v
export SDC_FILE = /design/flow/constraint.sdc
export NUM_CORES = 4
export LEC_CHECK = 1
export CORE_UTILIZATION = 40

===== flow/constraint.sdc =====
current_design shifter

set clk_period 9.0
set clk_io_pct 0.2

create_clock -name clk0 -period $clk_period [get_ports {clk}]

set non_clock_inputs [all_inputs -no_clocks]
set_input_delay [expr $clk_period * $clk_io_pct] -clock clk0 $non_clock_inputs
set_output_delay [expr $clk_period * $clk_io_pct] -clock clk0 [all_outputs]

===== flow/design.v =====
module shifter (
    input wire  clk,                             
    input wire  enable,                            
    input wire  [240 -1: 0] initial_msg,   
    output wire [16 -1: 0] out            
);
reg [16 -1: 0] out_reg;                   
reg [240 -1: 0] shift_reg;                 
reg first = 1;
always @(posedge clk) begin
    if (enable)  
    begin
        if(first == 1)begin
            #1 out_reg <= initial_msg [240 -1: 240 -16];
            #1 shift_reg <= initial_msg << 16;
            first = 0;
        end
        else begin
            #1 out_reg <= shift_reg [240 -1: 240 -16];
            #5 shift_reg <= shift_reg << 16;
        end
    end
end
assign out = out_reg;
endmodule

==> flow_summary.yaml <==
# synthesis and place-and-route metrics
die:
  dieWidth_um: 167
  rows: 59
  core_area_um2: 26400
  ios: 258
  die_h_um: 167
  fp.dieArea_um2: 27800
  fp-utilization_pct: 41.3
critical_path:
  slowest_stage: "buf_4"
  crit_start: "enable"
  crit_top_cell: "buf_4"
  crit_buf_inv: 3
  r2r_slack_ns: 6.42
  worst-path-stages: 3
  cp-end-kind: "register"
  worstPathRequired_ns: 9.15
  critPathTopFamily: "buffers and inverters"
  crit_path_cell_trace: "buf_8, buf_4, buf_4"
  critPathMaxStageDelay_ns: 0.72
  worstRegToRegCells: 3
  rr_endpoint: "shift_reg[36]$_DFFE_PP_"
  cp_data_arrival_time_ns: 3.75
  rr_startpoint: "first$_DFFE_PP_"
  endpoint: "shift_reg[183]$_DFFE_PP_"
  cp-start-kind: "primary input"
  path_max_fanout: 91
  worstSetupPathType: "primary input to register"
timing:
  skew_ns: 0.00439
  fmax_mhz: 278
  finalHoldViolCount: 0
  setup_viol: 0
  fin_tns_setup_ns: 0
  finalCritPeriodShare_pct: 40.0
  maxSlewHeadroom_pct: 42.2
  slew_violations: 0
  period_needed_ns: 3.60
  worstMarginPinSlew_ns: 0.867
  rsz0062_at_grt: "no"
global_route:
  grt_pass1_wl_mm: 28.7
  grt_pass1_vias: 5493
  use_met3_pct: 7.55
  grt_busiest_layer: "met1"
  antenna_found_initial: 5
  met1_usage_pct: 21.8
  grt_overflow: 0
  grt_max_degree: 92
  grtUsageMet2_pct: 18.7
  grt_usage_pct: 14.0
synth:
  netlist_area_um2: 10900
  syn_inst: 509
  yosys_register_bits: 241
  synth.distinct_cells: 9
  ys_cells: 509
  postSynthAreaPerCell_um2: 21.4
  async_flop_share_pct: 0
  top_area_cell: "edfxtp_1"
  ys_warn_count: 1
  edf_count: 241
  synth.top_cell.area_share_pct: 66.6
  top_cells_by_area: "edfxtp_1, mux2_4, mux2_2, buf_8, buf_6"
  yosys-top-cells-count: "edfxtp_1, mux2_4, mux2_2"
  postSynthSeqShare_pct: 66.6
  yosysMostFrequentCell: "edfxtp_1"
  flop_cell: "edfxtp_1"
  synth_chip_area_um2: 10900
clocking:
  cts.sinks: 241
  ctsResizeCount: 0
  cts_hold_buf: 0
  htree_levels: 1
  path_clk_slew_ns: 0.05
  postCtsSetupBuffers: 0
  clock.latency.late_pin_ns: 0.51
  numCtsBuffers: 27
  tritoncts: "done"
  cts_buffer_depth: 3
  root_buffer: "clkbuf_16"
drt:
  antenna_left: 0
  vias: 5300
  routed_via_density: 4.69
  wl_mm: 18.3
  drtIter0Drc: 387
  post_drt_wl_per_cell_um: 16.2
  drc_errors: 0
  drt-pass1-iter-count: 4
cells_and_area:
  nFillCells: 2020
  final_layout_size_suffix_gt1_share_pct: 33.2
  final_core_util_pct: 54.5
  area_growth_syn_to_layout_pct: 32.2
  largest_reg_flops: 224
outcome:
  outcome: "finished clean"
flow_run:
  maxCapViolations: 0
  warning_count: 25
placement:
  port_buffers: 257
  place_congestion: 0.780
  place_hpwl_mm: 11.7
power:
  power_uw: 2670
  powerDensity_nw_per_um2: 186
  vdd_ir_drop_max_mv: 0.103
  leakagePower_uw: 0.00550
hold_path:
  hp-class: "register to register"
-- worst min path at each step --
stage / from / endpoint / slack, ns / depth (start not counted)
final: shift_reg[73]$_DFFE_PP_ / shift_reg[89]$_DFFE_PP_ / 0.54 / 1
after global routing: shift_reg[73]$_DFFE_PP_ / shift_reg[89]$_DFFE_PP_ / 0.55 / 1
after CTS: shift_reg[133]$_DFFE_PP_ / shift_reg[149]$_DFFE_PP_ / 0.54 / 1
-- power breakdown --
group | total [uW] | switching [uW] | internal [uW]
clock | 948 | 402 | 546
combinational | 354 | 101 | 253
sequential | 1370 | 21.0 | 1350
total | 2670 | 524 | 2150
-- placed cells by master (no fill, tap or decap) --
cell	n
edfxtp_1	241
clkbuf_16	27
buf_4	8
and2_1	16
mux2_2	40
conb_1	1
clkdlybuf4s50_1	256
clkinv_1	7
clkbuf_1	9
clkinv_2	4
diode_2	2
mux2_4	184
buf_8	1
-- worst reg2reg max path, delay by kind of cell (launching register included) --
kind	cells	cell delay, ns
muxes	1	0.43
DFF	1	0.46
buffers and inverters	2	1.44
-- metrics by stage --
stage                     instances  hold WS (ns)  area, um2  worst slack (ns)
final                          1131         0.541      14400              5.40
after global routing           1129         0.552      14400              5.24
after CTS                      1129         0.538      14400              5.42
after detailed placement       1082         0.532      13600              4.86
after global placement         1082         0.530      13600              4.91
after floorplan                 509         0.525      10900              6.70
-- metal layers --
metal	part of all wire [%]	up-vias
met2	42	227
li1	-	2532
met4	2.3	4
met1	42	2506
met5	0.15	-
met3	14	31
-- layout make-up --
cell class / instances / area (um2) / area share [%]
sequential: 241 / 7240 / 50.4
multi-input combinational: 241 / 3320 / 23.1
timing repair buffer: 265 / 2640 / 18.4
clock buffer: 36 / 709 / 4.94
tap: 335 / 419 / 2.92
clock inverter: 11 / 46.3 / 0.322
antenna: 2 / 5.00 / 0.0348
-- kinds of logic after synthesis --
family	after synthesis	share of synthesized area, %
DFF	241	66.6
muxes	224	29.6
buffers and inverters	27	2.93
and+or+nand+nor	16	0.921
other	1	0.0345
No activity file was given, so power comes from the tool's default toggle rates.
